==> /design/flow/design.v <==
module shift_register
(input wire [3:0] Data_in,  
 input wire clk,
 input wire reset,
 output reg [3:0] samples_0, 
 output reg [3:0] samples_1,
 output reg [3:0] samples_2,
 output reg [3:0] samples_3,
 output reg [3:0] samples_4,
 output reg [3:0] samples_5,
 output reg [3:0] samples_6,
 output reg [3:0] samples_7,
 output reg [3:0] samples_8);
always @(posedge clk or negedge reset)
  begin
    if (!reset)  
        begin
           samples_0 <= 4'b0000;
           samples_1 <= 4'b0000;
           samples_2 <= 4'b0000;
           samples_3 <= 4'b0000;
           samples_4 <= 4'b0000;
           samples_5 <= 4'b0000;
           samples_6 <= 4'b0000;
           samples_7 <= 4'b0000;
           samples_8 <= 4'b0000;
        end
    else 
        begin
           samples_0 <= Data_in;
           samples_1 <= samples_0;
           samples_2 <= samples_1;
           samples_3 <= samples_2;
           samples_4 <= samples_3;
           samples_5 <= samples_4;
           samples_6 <= samples_5;
           samples_7 <= samples_6;
           samples_8 <= samples_7;
        end
  end
endmodule
==> /design/flow/run.sh <==
#!/bin/bash
# OpenROAD 26Q1-2900-gdf79404cd8, Yosys 0.63+post, stock flow scripts
make -C /OpenROAD-flow-scripts/flow DESIGN_CONFIG=/design/flow/config.mk WORK_HOME=/design/flow/orfs finish
==> /design/flow/config.mk <==
export PLATFORM = sky130hd
export DESIGN_NAME = shift_register
export DESIGN_NICKNAME = shift_register
export VERILOG_FILES = /design/flow/design.v
export SDC_FILE = /design/flow/constraint.sdc
export NUM_CORES = 4
export LEC_CHECK = 1
export CORE_AREA = 10 10 84 84
export DIE_AREA = 0 0 94 94
==> /design/flow/constraint.sdc <==
current_design shift_register

set clk_period 1.0
set clk_io_pct 0.2

create_clock -name clk0 -period $clk_period [get_ports {clk}]

set non_clock_inputs [all_inputs -no_clocks]
set_input_delay [expr $clk_period * $clk_io_pct] -clock clk0 $non_clock_inputs
set_output_delay [expr $clk_period * $clk_io_pct] -clock clk0 [all_outputs]
==> results.tsv <==
stage	metric	value	unit
cells_and_area	cell area after layout	1500	um^2
clock_tree	Reg clk slew, reported paths	60	ps
logic_synthesis	Syn Area/Cell	25.0	um^2
worst_setup_path	Largest delay share family, worst path	flip-flops	
grt	initial antenna violation count	0	
routing	number of diodes	0	
placed_design	DP Worst Slack	-30.2	ps
cells_and_area	most frequent cells in the layout	37 x buf_2, 36 x dfrtp_1, 22 x buf_4, 7 x clkbuf_8, 4 x clkdlybuf4s50_1	
routing	Initial DRT Pass Iterations	1	
timing	Worst Max-Slew Pin Slew	184	ps
worst_setup_path	WP data required	800	ps
worst_setup_path	Reg2Reg Setup Slack	160	ps
grt	grt total ovfl	0	
logic_synthesis	Post-Syn Instances	36	
cells_and_area	Final Non-Filler Cells	177	
placed_design	DP Cell Count	151	
clock_tree	CTS tree	built	
logic_synthesis	Yosys Chip Area	901	um^2
routing	DR vias	574	
timing	Setup violations, final	0	
run_status	failing checks	negative hold slack	
placed_design	Area after DPL	1440	um^2
routing	post-route DRC violation count	0	
worst_setup_path	crit path launch type	flip-flop	
power_and_ir_drop	Max VDD drop	0.704	mV
power_and_ir_drop	Pwr per Cell Area	1860	nW/um^2
timing	Max Slew Vio Count	0	
timing	fin crit period	972	ps
run	Tool Warnings	28	
logic_synthesis	Synth Warn #	1	
die	num rows	26	
cells_and_area	layout cell share with drive strength beyond 1	62.6	%
placed_design	Buffers on Ports	41	
logic_synthesis	top cells by area	dfrtp_1 100%	
logic_synthesis	Synth Seq Share	100	%
power_and_ir_drop	Lkg Pwr	0.746	nW
clock_tree	Clock Latency Late Sink	270	ps
grt	global-route wire length before repair	3.06	mm
clock_tree	Sink Count	36	
worst_setup_path	Worst Path Class, Setup	reg2out	
cells_and_area	Gate Area	0	um^2
cells_and_area	Comb gates	0	
timing	Slew Limit Headroom	87.7	%
routing	drt initial violations	0	
cells_and_area	Fillers	548	
logic_synthesis	area leader, netlist	dfrtp_1	
cells_and_area	Storage cell area	901	um^2
die	Chip Width	94	um
worst_setup_path	slowest stage delay, CP	380	ps
timing	final hold slack	-111	ps
timing	Final Skew	0.599	ps
cells_and_area	Area Growth Syn to Fin	66.0	%
timing	period utilisation layout	97.2	%
run	max cap viols	0	
worst_setup_path	Critical Path Fanout Max	2	
logic_synthesis	Synth flops	36	
logic_synthesis	Cell Type Count	1	
run_status	status	complete, but fails checks	
logic_synthesis	mapped cell area	901	um^2
placed_design	placer's final routability congestion estimate	0.755	
logic_synthesis	yosys aoi share	0	%
worst_setup_path	Reg2Reg Depth	3	
worst_setup_path	WP data arrival	770	ps
timing	FMAX	1030	MHz
logic_synthesis	yosys simple share	0	%
die	Ports	42	
logic_synthesis	mux frac, synth	0	%
routing	total length of routed wires	1.93	mm
clock_tree	H-Tree Depth	2	
logic_synthesis	Max-area cell share	100	%
routing	post-DR vias/cell	3.24	
worst_setup_path	launch point of the worst reg-to-reg path	samples_3[2]$_DFF_PN0_	
die	die area	8840	um^2
cells_and_area	dominant logic cell type in the layout	buf_2	
cells_and_area	final core utilization	28.7	%
die	core area	5200	um^2
grt	number of global-route vias before repair	593	
timing	unrepaired setup endpoints after global routing	yes	
worst_setup_path	WP buf/inv	1	
grt	GRT Total Usage	4.38	%
worst_setup_path	Worst path slowest cell	dfrtp_1	
die	Die Y-Extent	94	um
clock_tree	Num CTS Buffers	5	
routing	Final ANT Viol Nets	0	
clock_tree	clock root buffer	clkbuf_8	
routing	drt wl/cell	10.9	um
worst_setup_path	crit end category	output pin	
logic_synthesis	Post-Synth XOR/XNOR Area	0	%
logic_synthesis	Adder Share, Synth	0	%
clock_tree	Clock Path Buffers	2	
die	FP Util	17.3	%
timing	final hold vios	36	
grt	largest net degree at the start of global routing	37	
worst_hold_path	Worst Hold Class	in2async	
timing	setup ws final	28.5	ps
worst_setup_path	cells along the critical path	buf_2	
logic_synthesis	cell total in the yosys stat output	36	
worst_setup_path	r2r endpoint	samples_4[2]$_DFF_PN0_	
[registers in the layout, summed over array words and instances, names as in the netlist]
name,flops
samples_0,4
samples_1,4
samples_2,4
samples_3,4
samples_4,4
samples_5,4
samples_6,4
samples_7,4
samples_8,4
[metal layers]
metal | up-vias | global-route usage (%) | wire [um]
met5 | - | 0 | 0
met4 | 0 | 0.633 | 15
met3 | 3 | 4.12 | 381
met2 | 37 | 6.05 | 773
met1 | 281 | 4.95 | 756
li1 | 253 | - | -
[power by group]
part | switching, mW | total, mW | internal, mW
sequential | 0.0305 | 1.56 | 1.53
clock | 0.428 | 1.04 | 0.612
combinational | 0.0552 | 0.176 | 0.121
[cell families (layout without fill, tap and decap cells)]
| family | count (synthesis) | count (layout) |
|---|---|---|
| buffers and inverters | 0 | 71 |
| DFF | 36 | 36 |
[area by class of cell]
| type | count | area share (%) |
|---|---|---|
| Sequential cell | 36 | 60.3 |
| Tap cell | 70 | 5.86 |
| Clock buffer | 7 | 6.44 |
| Timing Repair Buffer | 64 | 27.4 |
[per-stage QoR]
step	power [mW]	TNS, ps	hold slack [ps]
after floorplan	1.57	0	-95.6
after global placement	1.79	-202	171
after detailed placement	1.79	-210	183
after CTS	2.82	0	-112
after global routing	2.95	-214	-107
final	2.78	0	-111
[how the worst max path moves through the flow]
stage | slack [ps] | startpoint | depth (start not counted) | end
after CTS | 5 | samples_4[1]$_DFF_PN0_ | 1 | samples_4[1]
after global routing | -20 | samples_0[1]$_DFF_PN0_ | 1 | samples_0[1]
final | 30 | samples_4[1]$_DFF_PN0_ | 1 | samples_4[1]
[synthesized netlist by cell type]
library cell / number
dfrtp_1: 36
[timing repair]
item	CTS	global route
gates resized	109	0
setup buffers	14	5
pin swaps	0	0
setup endpoints to repair	36	24
endpoints found under the hold margin	36	36
gates cloned	0	0
No activity file was given, so power comes from the tool's default toggle rates.
